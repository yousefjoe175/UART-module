===== /design/flow/design.v =====
module Rx_FSM #(parameter PRESCALE_WIDTH = 6) (
    input   wire    [3:0]                       bit_cnt,
    input   wire    [4:0]                       edge_cnt,
    input   wire                                PAR_EN,
    input   wire                                par_err,
    input   wire                                strt_glitch,
    input   wire                                stp_err,
    input   wire                                RX_IN,
    input   wire                                RST,
    input   wire                                CLK,
    input   wire    [PRESCALE_WIDTH - 1 : 0]   prescale, 
    output  reg                                 data_sample_en,
    output  reg                                 enable,
    output  reg                                 par_chk_en,
    output  reg                                 strt_chk_en,
    output  reg                                 stp_chk_en,
    output  reg                                 deser_en,
    output  reg                                 data_valid
);
    reg parity_error;
    reg stop_error;
    reg     [4:0]   first_bit;
    reg     [4:0]   second_bit;
    reg     [4:0]   third_bit;
    reg     [4:0]   max_count;
    always @(*) begin
        first_bit       = (prescale >> 1) - 1 ;
        second_bit      = prescale >> 1       ;
        third_bit       = (prescale >> 1) + 1 ;
        max_count       = prescale - 1;
    end
    localparam [2:0]    IDLE_STATE      = 3'b000,
                        START_STATE     = 3'b001,
                        DATA_STATE      = 3'b010,
                        PARITY_STATE    = 3'b011,
                        STOP_STATE      = 3'b100,
                        OUTPUT_STATE    = 3'b101;
    reg     [2:0]   next_state;
    reg     [2:0]   current_state;
    always @(posedge CLK, negedge RST ) 
        begin
            if (!RST) begin
                current_state <= IDLE_STATE;
            end else begin
                current_state <= next_state;    
            end
        end
    always @(*) begin
        case(current_state)
            IDLE_STATE:
                begin
                    enable          =   0;
                    data_sample_en  =   0;
                    strt_chk_en     =   0;
                    par_chk_en      =   0;
                    stp_chk_en      =   0;
                    deser_en        =   0;
                    data_valid      =   0;
                end
            START_STATE:
                begin
                    enable          =   1;
                    data_sample_en  =   1;
                    strt_chk_en     =   1;
                    par_chk_en      =   0;
                    stp_chk_en      =   0;
                    deser_en        =   0;
                    data_valid      =   0;
                end
            DATA_STATE:
                begin
                    enable          =   1;
                    data_sample_en  =   1;
                    strt_chk_en     =   0;
                    par_chk_en      =   0;
                    stp_chk_en      =   0;
                    deser_en        =   1;
                    data_valid      =   0;
                end
            PARITY_STATE:
                begin
                    enable          =   1;
                    data_sample_en  =   1;
                    strt_chk_en     =   0;
                    par_chk_en      =   1;
                    stp_chk_en      =   0;
                    deser_en        =   0;
                    data_valid      =   0;
                end
            STOP_STATE:
                begin
                    enable          =   1;
                    data_sample_en  =   1;
                    strt_chk_en     =   0;
                    par_chk_en      =   0;
                    stp_chk_en      =   1;
                    deser_en        =   0;
                    data_valid      =   0;
                end
            OUTPUT_STATE:
                begin
                    enable          =   0;
                    data_sample_en  =   0;
                    strt_chk_en     =   0;
                    par_chk_en      =   0;
                    stp_chk_en      =   0;
                    deser_en        =   0;
                    data_valid      =   ~parity_error & ~stop_error;
                end
        endcase
    end
    always @(*) begin
        case (current_state)
            IDLE_STATE:
                begin
                    if(RX_IN == 0)
                        next_state  =   START_STATE;
                    else
                        next_state  =   IDLE_STATE;    
                end
            START_STATE:
                begin
                    if(bit_cnt == 0 && edge_cnt == max_count)    
                        if(strt_glitch == 0)
                            next_state = DATA_STATE;
                        else    
                            next_state  = IDLE_STATE;
                    else
                        next_state = START_STATE;    
                end
            DATA_STATE:
                begin
                    if(bit_cnt == 8 && edge_cnt == max_count)
                        if (PAR_EN)
                            next_state = PARITY_STATE;
                        else
                            next_state = STOP_STATE;
                    else
                        next_state = DATA_STATE;
                end
            PARITY_STATE:
                begin
                    if(bit_cnt == 9 && edge_cnt == max_count)
                        begin
                            parity_error = par_err;
                            next_state = STOP_STATE;
                        end
                    else
                        begin
                            parity_error = 0;
                            next_state = PARITY_STATE;
                        end
                end
            STOP_STATE:
                begin
                    if(bit_cnt == 4'd10 && edge_cnt == max_count - 1)
                        begin
                            stop_error = stp_err;
                            next_state = OUTPUT_STATE;
                        end
                    else
                        begin
                            stop_error = 0;
                            next_state = STOP_STATE;
                        end
                end
            OUTPUT_STATE:
                begin
                    next_state = IDLE_STATE;
                end
        endcase
    end
endmodule
module UART_RX #(parameter WIDTH = 8, PRESCALE_WIDTH = 6)(
    input   wire                                    RX_IN,
    input   wire    [PRESCALE_WIDTH - 1 : 0]        prescale,
    input   wire                                    PAR_EN,
    input   wire                                    PAR_TYP,
    input   wire                                    CLK,
    input   wire                                    RST,
    output  wire    [WIDTH - 1 : 0]                 P_data,
    output  wire                                    data_valid
);
wire    [4:0]   edge_cnt;
wire    [3:0]   bit_cnt;
wire            data_sample_en;
wire            par_chk_en;
wire            par_err;
wire            strt_chk_en;
wire            strt_glitch;
wire            stp_chk_en;
wire            stp_err;
wire            deser_en;
wire            sampled_bit;
Rx_FSM #(.PRESCALE_WIDTH(PRESCALE_WIDTH)) Rx_FSM_module (
                        .bit_cnt(bit_cnt),
                        .edge_cnt(edge_cnt),
                        .PAR_EN(PAR_EN),
                        .par_err(par_err),
                        .strt_glitch(strt_glitch),
                        .stp_err(stp_err),
                        .RX_IN(RX_IN),
                        .RST(RST),
                        .CLK(CLK),
                        .prescale(prescale), 
                        .data_sample_en(data_sample_en),
                        .enable(enable),
                        .par_chk_en(par_chk_en),
                        .strt_chk_en(strt_chk_en),
                        .stp_chk_en(stp_chk_en),
                        .deser_en(deser_en),
                        .data_valid(data_valid)
);
data_sampling #(.PRESCALE_WIDTH(PRESCALE_WIDTH)) data_sampling_module (
                                    .data_sample_en(data_sample_en),
                                    .RX_IN(RX_IN),
                                    .edge_cnt(edge_cnt),
                                    .prescale(prescale),
                                    .CLK(CLK),
                                    .RST(RST),
                                    .sampled_bit(sampled_bit)
);
edge_bit_counter #(.PRESCALE_WIDTH(PRESCALE_WIDTH)) edge_bit_counter_module(
                                            .enable(enable),
                                            .CLK(CLK),
                                            .RST(RST),
                                            .prescale(prescale),
                                            .edge_cnt(edge_cnt),
                                            .bit_cnt(bit_cnt)
);
deserializer #(.WIDTH(WIDTH)) deserializer_module(
                                    .sampled_bit(sampled_bit),
                                    .bit_cnt(bit_cnt),
                                    .edge_cnt(edge_cnt),
                                    .prescale(prescale),
                                    .CLK(CLK),
                                    .RST(RST),
                                    .deser_en(deser_en),
                                    .P_data(P_data)
);
parity_check #(.WIDTH(WIDTH), .PRESCALE_WIDTH(PRESCALE_WIDTH)) parity_check_module(
                                    .PAR_TYP(PAR_TYP),
                                    .P_data(P_data),
                                    .par_chk_en(par_chk_en),
                                    .sampled_bit(sampled_bit),
                                    .edge_cnt(edge_cnt),
                                    .prescale(prescale),
                                    .CLK(CLK),
                                    .RST(RST),
                                    .par_err(par_err)
);
stop_check #(.PRESCALE_WIDTH(PRESCALE_WIDTH)) stop_check_module(
                                .stp_chk_en(stp_chk_en),
                                .sampled_bit(sampled_bit),
                                .edge_cnt(edge_cnt),
                                .prescale(prescale),
                                .CLK(CLK),
                                .RST(RST),
                                .stp_err(stp_err)
);
start_check #(.PRESCALE_WIDTH(PRESCALE_WIDTH)) start_check_module(
                                .strt_chk_en(strt_chk_en),
                                .sampled_bit(sampled_bit),
                                .edge_cnt(edge_cnt),
                                .prescale(prescale),
                                .CLK(CLK),
                                .RST(RST),
                                .strt_glitch(strt_glitch)
);
endmodule
module data_sampling #(parameter PRESCALE_WIDTH = 6) (
    input   wire                                data_sample_en,
    input   wire                                RX_IN,
    input   wire    [4:0]                       edge_cnt,
    input   wire    [PRESCALE_WIDTH - 1 : 0]    prescale,
    input   wire                                CLK,
    input   wire                                RST,
    output  reg                                 sampled_bit
);
    reg     A, B, C;
    always @(posedge CLK, negedge RST) begin
        if(!RST)
            begin
                A   <= 1'b0;
                B   <= 1'b0;
                C   <= 1'b0;
            end
        else
            begin
                if(data_sample_en)
                    A   <=      A;
                    B   <=      B;
                    C   <=      C;
                    if (prescale == 6'd8) begin  
                        case (edge_cnt)
                            5'd3:   A <= RX_IN;
                            5'd4:   B <= RX_IN;
                            5'd5:   C <= RX_IN;
                            default: begin
                                A   <=      A;
                                B   <=      B;
                                C   <=      C;
                            end 
                        endcase
                    end else if (prescale == 6'd16) begin
                        case (edge_cnt)
                            5'd7:   A <= RX_IN;
                            5'd8:   B <= RX_IN;
                            5'd9:   C <= RX_IN;
                            default: begin
                                A   <=      A;
                                B   <=      B;
                                C   <=      C;
                            end 
                        endcase
                    end else if (prescale == 6'd32) begin
                        case (edge_cnt)
                            5'd15:   A <= RX_IN;
                            5'd16:   B <= RX_IN;
                            5'd17:   C <= RX_IN;
                            default: begin
                                A   <=      A;
                                B   <=      B;
                                C   <=      C;
                            end 
                        endcase
                    end else    begin
                        case (edge_cnt)
                            5'd3:   A <= RX_IN;
                            5'd4:   B <= RX_IN;
                            5'd5:   C <= RX_IN;
                            default: begin
                                A   <=      A;
                                B   <=      B;
                                C   <=      C;
                            end 
                        endcase
                    end 
            end
    end
    always @(*) begin
        sampled_bit = A&C | A&B | B&C;
    end
endmodule
module deserializer #(parameter WIDTH = 8, PRESCALE_WIDTH = 6)(
    input   wire                                sampled_bit,
    input   wire    [3:0]                       bit_cnt,
    input   wire    [4:0]                       edge_cnt,
    input   wire    [PRESCALE_WIDTH - 1 : 0]    prescale,
    input   wire                                CLK,
    input   wire                                RST,
    input   wire                                deser_en,
    output  reg     [WIDTH - 1 : 0]             P_data
);
    always @(posedge CLK, negedge RST) begin
        if(!RST)
            P_data <= 8'b0;
        else    begin
            if(deser_en && edge_cnt == prescale - 1)
                begin
                    P_data[bit_cnt - 1] <= sampled_bit;
                end
            else
                P_data[bit_cnt - 1] <= P_data[bit_cnt - 1];
        end
    end
endmodule
module edge_bit_counter #(parameter PRESCALE_WIDTH = 6) (
    input   wire                                    enable,
    input   wire                                    CLK,
    input   wire                                    RST,
    input   wire    [PRESCALE_WIDTH - 1 : 0]        prescale, 
    output  reg     [4:0]                           edge_cnt,
    output  reg     [3:0]                           bit_cnt
);
    always @(posedge CLK, negedge RST) begin
        if(!RST)
            begin
                edge_cnt <= 5'b0;
                bit_cnt  <= 5'b0; 
            end
        else
            if(enable)
                begin   
                    if(edge_cnt == prescale - 1)
                        begin
                            edge_cnt <= 5'b0;
                            bit_cnt  <= bit_cnt + 4'b1;
                        end
                    else
                        begin
                            edge_cnt <= edge_cnt + 5'b1;
                            bit_cnt  <= bit_cnt;
                        end
                end
            else
                begin
                    edge_cnt <= 5'b0;
                    bit_cnt  <= 5'b0;
                end
    end
endmodule
module parity_check #(parameter WIDTH = 8, PRESCALE_WIDTH = 6) (
    input   wire                                PAR_TYP,
    input   wire    [WIDTH - 1 : 0]             P_data,
    input   wire                                par_chk_en,
    input   wire                                sampled_bit,
    input   wire    [4:0]                       edge_cnt,
    input   wire    [PRESCALE_WIDTH - 1 : 0]    prescale,
    input   wire                                CLK, 
    input   wire                                RST,
    output  reg                                 par_err
);
    reg [4:0]   sampling_time;
    always @(*) begin
        case (prescale)
            6'd8:     sampling_time <= 5'd6;
            6'd16:    sampling_time <= 5'd10;
            6'd32:    sampling_time <= 5'd18;
            default:  sampling_time <= 5'd6;
        endcase
    end
    reg     Par_bit;
    always @(*)
        begin
            if(par_chk_en) begin                
                case(PAR_TYP)
                    1'b0:   Par_bit =  ^P_data;
                    1'b1:   Par_bit = ~^P_data;
                endcase
            end
        end
    always @(posedge CLK, negedge RST) begin
        if(!RST)
            begin
                par_err <= 1'b0;
            end
        else    begin
            if(par_chk_en)
                begin
                    if(edge_cnt == sampling_time)
                        begin
                            if(sampled_bit == Par_bit)
                                par_err <= 1'b0;
                            else
                                par_err <= 1'b1;
                        end
                    else 
                        begin
                            par_err <= par_err;
                        end
                end
            else    
                begin
                    par_err <= 1'b0;
                end
        end
    end
endmodule
module start_check #(parameter PRESCALE_WIDTH = 6) (
    input   wire                                strt_chk_en,
    input   wire                                sampled_bit,
    input   wire    [4:0]                       edge_cnt,
    input   wire    [PRESCALE_WIDTH - 1 : 0]    prescale, 
    input   wire                                CLK,
    input   wire                                RST,
    output  reg                                 strt_glitch
);
    reg [4:0]   sampling_time;
    always @(*) begin
        case (prescale)
            6'd8:     sampling_time <= 5'd6;
            6'd16:    sampling_time <= 5'd10;
            6'd32:    sampling_time <= 5'd18;
            default:  sampling_time <= 5'd6;
        endcase
    end
    always @(posedge CLK, negedge RST) begin
        if(!RST)
            begin
                strt_glitch <= 1'b0;
            end
        else    begin
            if(strt_chk_en)
                begin
                    if(edge_cnt == sampling_time)
                        begin
                            if(sampled_bit == 1'b0)
                                strt_glitch <= 1'b0;
                            else
                                strt_glitch <= 1'b1;
                        end
                    else 
                        begin
                            strt_glitch <= strt_glitch;
                        end
                end
            else    
                begin
                    strt_glitch <= 1'b0;
                end
        end
    end
endmodule
module stop_check #(parameter PRESCALE_WIDTH = 6) (
    input   wire                                stp_chk_en,
    input   wire                                sampled_bit,
    input   wire    [4:0]                       edge_cnt,
    input   wire    [PRESCALE_WIDTH - 1 : 0]    prescale, 
    input   wire                                CLK,
    input   wire                                RST,
    output  reg                                 stp_err
);
    reg [4:0]   sampling_time;
    always @(*) begin
        case (prescale)
            6'd8:     sampling_time <= 5'd6;
            6'd16:    sampling_time <= 5'd10;
            6'd32:    sampling_time <= 5'd18;
            default:  sampling_time <= 5'd6;
        endcase
    end
    always @(posedge CLK, negedge RST) begin
        if(!RST)
            begin
                stp_err <= 1'b0;
            end
        else    begin
            if(stp_chk_en)
                begin
                    if(edge_cnt == sampling_time)
                        begin
                            if(sampled_bit == 1'b1)
                                stp_err <= 1'b0;
                            else
                                stp_err <= 1'b1;
                        end
                    else 
                        begin
                            stp_err <= stp_err;
                        end
                end
            else    
                begin
                    stp_err <= 1'b0;
                end
        end
    end
endmodule

===== /design/flow/run.sh =====
#!/bin/bash
# OpenROAD 26Q1-2900-gdf79404cd8, Yosys 0.63+post, stock flow scripts
make -C /OpenROAD-flow-scripts/flow DESIGN_CONFIG=/design/flow/config.mk WORK_HOME=/design/flow/orfs finish

===== /design/flow/config.mk =====
export PLATFORM = sky130hd
export DESIGN_NAME = UART_RX
export DESIGN_NICKNAME = UART_RX
export VERILOG_FILES = /design/flow/design.v
export SDC_FILE = /design/flow/constraint.sdc
export NUM_CORES = 4
export LEC_CHECK = 1
export CORE_UTILIZATION = 30

===== /design/flow/constraint.sdc =====
current_design UART_RX

set clk_period 4.5
set clk_io_pct 0.2

create_clock -name clk0 -period $clk_period [get_ports {CLK}]

set non_clock_inputs [all_inputs -no_clocks]
set_input_delay [expr $clk_period * $clk_io_pct] -clock clk0 $non_clock_inputs
set_output_delay [expr $clk_period * $clk_io_pct] -clock clk0 [all_outputs]

==> summary.txt <==
Notes on the physical implementation.

- The buffer levels on the longest clock path is 2, for reference.
- The clock-pin slew on the worst setup and hold paths is 0.10 ns, for reference.
- The synthesized netlist has a Yosys-reported chip area of 2600 µm².
- TritonCTS built the clock tree.
- The power per standard cell area is 205 nW/µm², for reference.
- The run finished with clean final reports.
- Per the log, the first TritonRoute iteration ended with a DRC count of 92.
- The number of H-tree levels is 1, for reference.
- The layout has 827 filler cells.
- The starting density of the core is 31.4%, for reference.
- The final period demand of the worst path is 3.61 ns, for reference.
- The worst reg-to-reg path cell count is 11, for reference.
- The synthesized netlist contains 57 unique library cells.
- The register area is 831 µm², for reference.
- The xor/xnor cell area share of the yosys netlist is 10.3%, for reference.
- The combinational cell area excluding buffers and inverters is 1640 µm², for reference.
- The clock latency on the worst-skew pair is 0.27 ns, for reference.
- For this run, the number of Yosys warnings is 8.
- The async set or reset register ratio after synthesis is 68.4%, for reference.
- The report lists the number of cells resized after CTS as 0.
- The maximum clock frequency is 0.277 GHz, for reference.
- The category of the most critical setup path is register to register, for reference.
- The adder and majority cell fraction of the synthesized area is 10.5%, for reference.
- The final timing report counts setup violations totalling 0.
- The delay of the slowest cell on the worst path is 0.63 ns, for reference.
- After clock tree synthesis, the flow added hold-fix buffers numbering 0.
- Checking hold timing, the worst path is listed with class register to register.
- Entering global routing, the biggest net connects 27 pins.
- Yosys reports the multiplexer fraction of the synthesized area as 4.95%.
- The main flop type after synthesis is dfrtp_1, for reference.
- The max-slew check reports its worst relative slack as 64.6%.
- For this run, design rule violations remaining after detail routing come to 0.
- The peak supply drop is 0.148 mV, for reference.
- Using the TritonRoute via totals, the vias-per-cell ratio works out to 5.11.
- Each instance of the synthesized netlist takes up on average 8.92 µm².
- Dividing the detail-routed wire length by the instance count gives 13.3 µm.
- For this run, the script counts the antenna cells in the layout as 0.
- The tally of nets with antenna violations remaining after routing is 0, for reference.
- The floorplan has 33 rows.
- The internal reg-to-reg setup slack is 0.89 ns, for reference.
- The number of endpoints with negative hold slack in the final report is 0, for reference.
- OpenROAD emitted warnings numbering 36.
- The count of unclocked register or latch pins is 12, for reference.
- The count of final max-slew check failures is 0, for reference.
- The OpenROAD report gives the critical path a data arrival time of 3.77 ns.
- CTS placed an instance of clkbuf_8 at the clock tree root.
- The initial antenna violation count is 0, for reference.
- The most frequently placed logic cell in the final layout is dfrtp_1, for reference.
- For this design, the slowest cell found on the critical path is dfrtp_1.
- The I/O pin count is 20, for reference.
- The post-detailed-placement half-perimeter wirelength is 4100 µm, for reference.
- Setup repair after global routing left no endpoint under its margin.
- The number of flops mapped to enable cells by yosys is 0, for reference.
- The cell count after placement is 403, for reference.
- The total vias in the final route is 2080, for reference.
- The minimum setup slack after placement is 0.757 ns, for reference.
- Of the combinational cells, the family taking the most area is simple AND/OR/NAND/NOR gates.
- The launch point of the worst reg-to-reg path is edge_bit_counter_module.bit_cnt[0]$_DFFE_PN0P_, for reference.
- The post-route clock period utilization is 80.2%, for reference.
- The wire length after detailed routing is 5410 µm, for reference.
- The worst hold slack is 0.521 ns, for reference.
- For this run, the number of standard cells in the final layout without fillers is 407.
- The tally of max-capacitance violations is 0, for reference.
- The number of unconstrained endpoints is 16, for reference.
- Relative to the synthesized area, the layout overhead comes to 13.1%.
- In this run the horizontal extent of the chip is 95.2 µm.
- The total global-route track usage is 12.8%, for reference.
- The area of the mapped netlist is 2600 µm², for reference.
- The number of buffers and inverters on the critical path is 1, for reference.
- The total clock buffers created by CTS is 3, for reference.
- The aggregate global routing overflow is 0, for reference.
- The chip occupies 9060 µm².
- For reference, the critical path cell chain is inv_1, ha_1, nand2_1, or3_1, ha_1, nor4b_1, nand4b_1, nor4_1, nand3_1, o21ai_0, o31ai_1.
- Broken down by cell family, the worst path's largest delay share belongs to simple AND/OR/NAND/NOR gates.
- Max fanout on the critical path was recorded as 13.
- The number of cells on the critical path is 11, for reference.
- The slew of the pin with the lowest slew margin is 0.525 ns, for reference.
- The final total negative setup slack is 0 ns, for reference.
- The critical path startpoint category is a register, for reference.
- The end of the critical path is deserializer_module.P_data[4]$_DFF_PN0_, for reference.
- The number of buffers added on ports is 19, for reference.
- The critical register-to-register path endpoint is deserializer_module.P_data[4]$_DFF_PN0_, for reference.
- The via count of the first global-routing pass is 1928, for reference.
- The yosys cell count is 292, for reference.
- In the layout the commonest cells are 26 x dfrtp_1, 21 x ha_1, 19 x nor2_1, 19 x xnor2_1, 19 x clkdlybuf4s50_1.
- The share of final-layout standard cells stronger than drive strength 1 is 5.96%, for reference.
- The routability congestion estimate from global placement is 0.920, for reference.
- After detailed placement, the total cell area comes to 2870 µm².
- With fillers left out, the area of the finished cells amounts to 2940 µm².
- The analysis attributes to cell leakage a power of 1.16 nW.
- The first detailed-routing pass took 4 iterations.
- The least setup slack across all paths after layout is 0.889 ns, for reference.
- The worst clock skew is 0.00710 ns, for reference.
- Post-CTS timing repair inserted 0 buffers for setup.
- The fraction of the mapped netlist area in simple logic gates is 24.6%, for reference.
- Data on the critical path is required at its endpoint by 4.66 ns.
- The kind of end point of the critical path is a register, for reference.
- Per the OpenROAD floorplan log, the height of the die is 95.2 µm.
- The launch point of the worst min-delay path is recorded as data_sampling_module.C$_DFFE_PN0P_.
- The flip-flop and latch count after synthesis is 38, for reference.
- The global-route wire length before repair is 9070 µm, for reference.
- The core region is 8300 µm².
- Per the synthesis report, the AND-OR/OR-AND share of the synthesized area is 12.6%.
- The library cell appearing most often on the critical path is ha_1, for reference.
- The first element of the critical path is edge_bit_counter_module.bit_cnt[0]$_DFFE_PN0P_, for reference.
- Synthesis produced 292 cells.
synthesized netlist by cell type (3+ instances only):
| cell type | n | share of area, % |
|---|---|---|
| mux2i_1 | 5 | 1.9 |
| and3_1 | 4 | 0.96 |
| ha_1 | 21 | 10 |
| nor3b_1 | 3 | 0.86 |
| nor4_1 | 5 | 1.2 |
| a21oi_1 | 8 | 1.5 |
| and2_1 | 3 | 0.72 |
| nor2b_1 | 8 | 1.9 |
| nor4b_1 | 4 | 1.3 |
| clkbuf_1 | 10 | 1.4 |
| nor2_1 | 19 | 2.7 |
| or4_1 | 3 | 0.86 |
| dlxtn_1 | 9 | 5.2 |
| nand2b_1 | 5 | 1.2 |
| xnor2_1 | 19 | 6.4 |
| or3_1 | 7 | 1.7 |
| o31ai_1 | 11 | 3.2 |
| nor3_1 | 8 | 1.5 |
| dlxtp_1 | 3 | 1.7 |
| mux2_2 | 3 | 1.3 |
| nand2_1 | 15 | 2.2 |
| o21ai_0 | 17 | 3.3 |
| inv_1 | 17 | 2.5 |
| xor2_1 | 9 | 3.0 |
| dfrtp_1 | 26 | 25 |
| nand4b_1 | 4 | 1.3 |
| nand3_1 | 8 | 1.5 |
| nand4_1 | 3 | 0.72 |
power by group:
part,switching (mW),internal (mW),leakage [nW],total (mW)
Combinational,0.0764,0.0679,0.720,0.144
Sequential,0.0145,0.248,0.400,0.263
Clock,0.0765,0.119,0.0357,0.195
layer usage:
layer  global-route usage (%)  share of wire (%)  up-vias
met5                        0                  0        -
met4                     1.26               0.72        0
met3                     1.22                4.2        4
met2                     20.4                 43       48
met1                     19.8                 52      971
li1                         -                  -     1057
area by class of cell:
class	instances	area share, %
timing repair buffer	21	6.97
clock inverter	1	1.02
sequential	38	28.2
inverter	18	2.29
clock buffer	3	1.40
multi-input combinational	221	55.6
tap	105	4.46
metrics by stage:
stage                     power (mW)  utilization (%)
after floorplan                0.371                -
after global placement         0.410             34.6
after detailed placement       0.411             34.6
after CTS                      0.609             35.5
after global routing           0.635             35.5
final                          0.602             35.5
flip-flops by register name, indices dropped and copies added (netlist names), 3 cells and up:
signal	cells
deserializer_module.P_data	8
edge_bit_counter_module.edge_cnt	5
Rx_FSM_module.current_state	3
edge_bit_counter_module.bit_cnt	4
Rx_FSM_module.next_state	3
cells by family after synthesis:
| family | Yosys count |
|---|---|
| AND-OR/OR-AND | 51 |
| flip-flops | 26 |
| buffers and inverters | 33 |
| adder cells (fa/ha/maj) | 22 |
| XOR/XNOR | 29 |
| multiplexers | 10 |
| latches | 12 |
| AND/OR/NAND/NOR | 109 |
worst min-delay path by stage:
stage	endpoint	cells after the start
after CTS	data_sampling_module.B$_DFFE_PN0P_	1
after global routing	data_sampling_module.A$_DFFE_PN0P_	1
final	data_sampling_module.C$_DFFE_PN0P_	1
Power figures rest on the tool's default switching activity, not on a simulated workload.
