[/design/flow/config.mk]
export PLATFORM = sky130hd
export DESIGN_NAME = parity_calc
export DESIGN_NICKNAME = parity_calc
export VERILOG_FILES = /design/flow/design.v
export SDC_FILE = /design/flow/constraint.sdc
export NUM_CORES = 4
export LEC_CHECK = 1
export CORE_AREA = 10 10 70 70
export DIE_AREA = 0 0 80 80
[/design/flow/constraint.sdc]
current_design parity_calc

set clk_period 2.0
set clk_io_pct 0.2

create_clock -name clk0 -period $clk_period [get_ports {CLK}]

set non_clock_inputs [all_inputs -no_clocks]
set_input_delay [expr $clk_period * $clk_io_pct] -clock clk0 $non_clock_inputs
set_output_delay [expr $clk_period * $clk_io_pct] -clock clk0 [all_outputs]
[/design/flow/design.v]
module parity_calc #(parameter WIDTH = 8)
(
    input   wire                        RST,
    input   wire                        CLK,
    input   wire    [WIDTH - 1 : 0]     DATA,
    input   wire                        DATA_VALID,
    input   wire                        PAR_TYP,
    output  reg                         Par_bit
);
    reg [WIDTH - 1 : 0] SAMPLED_DATA;
    always @(*)
        begin
            case(PAR_TYP)
                1'b0:   Par_bit =  ^SAMPLED_DATA;
                1'b1:   Par_bit = ~^SAMPLED_DATA;
            endcase
        end
    always @(posedge CLK, negedge RST) begin
        if (!RST) begin
            SAMPLED_DATA = 'b0;
        end
        else if(DATA_VALID)
            begin
                SAMPLED_DATA = DATA;
            end
        else
            begin
                SAMPLED_DATA = SAMPLED_DATA;
            end
    end
endmodule
[/design/flow/run.sh]
#!/bin/bash
# OpenROAD 26Q1-2900-gdf79404cd8, Yosys 0.63+post, stock flow scripts
make -C /OpenROAD-flow-scripts/flow DESIGN_CONFIG=/design/flow/config.mk WORK_HOME=/design/flow/orfs finish
==> results_slide.txt <==
Physical Implementation Snapshot

Synth
  • Synthesis Warnings: 1
  • Chip Area, Yosys: around 380 µm²
  • Ys flops: 8
  • Top cells by area: dfrtp_1 (53%), mux2_2 (24%), xnor2_1 (9.3%), xnor3_1 (6.0%), xnor2_2 (4.3%)
  • Post-synth cell types: 7
  • Cell area after synthesis: between 300 and 400 µm²
  • Avg Inst Size Synth: between 15 and 20 µm²
  • Area leader, netlist: dfrtp_1
  • # Cells Yosys: 24
  • Post-synth seq share: a little over half
  • Synth Instances: 24
  • Max-area cell share: between 50% and 60%

Detailed routing
  • Pre-antenna DRT Iters: 1
  • Inserted Diodes: 0
  • DRT antenna net count: 0
  • Post-route DRC: 0
  • Routed vias: between 200 and 250
  • Total Routed Length: 757 µm
  • Iter 0 DRT Violations: 0
  • Via/cell ratio: between 2 and 3
  • WL/cell: about 9 µm

Placed design
  • Final GP Congestion: 0.691
  • Placed insts: between 80 and 90
  • Cell Area, Placed: 551 µm²
  • Port bufs: 12
  • Placement Setup Slack: -0.359 ns

Global routing
  • Grt total ovfl: 0
  • Pin count of the biggest net entering global routing: 9
  • First-pass GRT wire length: around 1100 µm
  • Vias in the first global route: ~240
  • Initial antenna violation count: 0
  • Global Route Usage Sum: under 10%

Final timing
  • Final Hold Vio Count: 0
  • Clk_skew: 0 ns
  • Tmin final: 1.89 ns
  • Period utilization: between 90% and 100%
  • RSZ-0062 raised after global routing: yes
  • Max Clock Freq: ~530 MHz
  • Slack of the critical path: around 0.11 ns
  • Relative slew slack: approximately 74%
  • Endpoints failing setup: 0
  • Sum Neg Setup Slack: 0 ns
  • Max Slew Vio Count: 0
  • Worst-Margin Slew: about 0.38 ns

CTS
  • Clk latency of the worst-skew pair: ~0.25 ns
  • CTS hold repair buffers: 0
  • CTS sink count: 8
  • CTS tree: done
  • Number of CTS-inserted buffers: 3
  • Clock buffer depth: 2
  • Clock Pin Slew Worst Setup and Hold Paths: approximately 0.050 ns
  • CTS H-tree depth: 1
  • Post-CTS Setup Inserts: 0
  • Clock Tree Root: clkbuf_4

Layout
  • Layout Cells excl Fill: 84
  • Most frequent cells in the layout: clkdlybuf4s50_1 (10), dfrtp_1 (8), mux2_2 (8), xnor2_1 (4), clkbuf_4 (3)
  • Layout area overhead: 51.0%
  • Most common logic cell in the routed design: clkdlybuf4s50_1
  • Number of flip-flops in the largest register: 8
  • Filler cells: 387
  • Share of cells above drive strength 1: 34.2%
  • Fin area: ~570 µm²

Worst setup path
  • CP cell instances: xnor2_1 > xnor3_1 > xnor2_1 > buf_2
  • Worst r2r src: SAMPLED_DATA[3]
  • Slowest stage delay, CP: 0.42 ns
  • Slowest CP cell: xnor3_1
  • Crit path DAT: between 1 and 1.5 ns
  • Setup crit end kind: output port
  • Critical path launch point: SAMPLED_DATA[6]
  • CP Class: flip-flop to output port
  • Crit path max fanout: 2
  • Startpoint Class: flip-flop
  • Most used cell, CP: xnor2_1
  • CP required: 1.60 ns

Die
  • Die X: ~80 µm
  • IO Count: 13
  • Core Box Area: approximately 0.0034 mm²
  • Die area: between 0.006 and 0.007 mm²
  • FP Rows: 21
  • Initial Util: 11.1%
  • Die Ht: about 80 µm

Flow run
  • Maxcap violations: 0
  • Number of warnings in the stage logs: 26

Power and ir drop
  • VDD IR max: ~0.00022 V
  • Leakage: roughly 0.23 nW
  • PwrDens: ~750 mW/mm²

Worst hold path
  • Hold Crit Class: input port to asynchronous set/reset pin

Outcome
  • Outcome: finished, final reports clean
stage by stage:
step           power [mW]  hold slack (ns)  utilization [%]
2_1_floorplan       0.265            0.104                -
3_3_place_gp        0.335            0.512             16.1
3_5_place_dp        0.336            0.517             16.1
4_1_cts             0.443            0.436             16.6
5_1_grt             0.462            0.444             16.7
6_report            0.427            0.429             16.7
cell type report:
cell class	count	area, µm²	share of cell area, %
Clock buffer	3	22.5	3.95
Tap cell	46	57.6	10.1
Multi-Input combinational cell	15	173	30.3
Sequential cell	8	200	35.1
Timing Repair Buffer	12	118	20.6
layer usage:
layer	part of all wire (%)	vias to the layer above	GRT usage, %
met1	47	104	3.18
li1	-	112	-
met5	0	-	0
met3	16	0	2.50
met2	37	13	2.73
met4	0	0	0.176
worst paths after layout:
| path | end | slack (ns) | cells past startpoint |
|---|---|---|---|
| max | Par_bit | 0.11 | 4 |
| min | SAMPLED_DATA[6] | 0.43 | 1 |
| max reg2reg | SAMPLED_DATA[3] | 1.22 | 1 |
| min reg2reg | SAMPLED_DATA[6] | 0.53 | 1 |
| max in group asynchronous | SAMPLED_DATA[4] | 1.30 | 1 |
| min in group clk0 | SAMPLED_DATA[6] | 0.53 | 1 |
cells in the mapped netlist, drive strengths merged:
| cell type | count |
|---|---|
| buf | 1 |
| dfrtp | 8 |
| xnor3 | 1 |
| xor2 | 1 |
| mux2 | 8 |
| xnor2 | 5 |
cell families (layout without fill, tap and decap cells):
logic type	Yosys count	count (layout)	share of synthesized area, %
flops	8	8	53.0
mux	8	8	23.8
buf+inv	1	15	1.32
xor+xnor	7	7	21.9
where the power goes:
part / total (mW) / internal, mW / switching, mW
logic: 0.119 / 0.0845 / 0.0346
registers: 0.190 / 0.179 / 0.0117
clock network: 0.117 / 0.0683 / 0.0490
worst max-delay path, delay by kind of cell (launching register included):
kind / cells / cell delay [ns]
xor gates and xnor gates: 3 / 0.74
DFF: 1 / 0.38
buffers and inverters: 1 / 0.12
repair_timing:
item / 4_1_cts / 5_1_grt
pin swaps: 1 / 3
resized: 3 / 1
setup endpoints to repair: 1 / 1
No activity file was given, so power comes from the tool's default toggle rates.
