==> design.v <==
module Tx_FSM
(
    input   wire                CLK,
    input   wire                RST,
    input   wire                PAR_EN,
    input   wire                DATA_VALID,
    input   wire                ser_done,
    output  reg                 ser_en,
    output  reg                 sample,
    output  reg     [1:0]       mux_sel,
    output  reg                 Busy
);
    localparam [2:0]    IDLE_STATE      = 3'b000,
                        START_STATE     = 3'b001,
                        DATA_STATE      = 3'b010,
                        PARITY_STATE    = 3'b011,
                        STOP_STATE      = 3'b100;
    reg     [2:0]   next_state;
    reg     [2:0]   current_state;
    always @(posedge CLK, negedge RST ) 
        begin
            if (!RST) begin
                current_state <= IDLE_STATE;
            end else begin
                current_state <= next_state;    
            end
        end
    always @(*) begin
        case(current_state)
            IDLE_STATE:
                begin
                    Busy    =   0;
                    ser_en  =   0;
                    sample  =   0;
                    mux_sel =   2'b01;
                end
            START_STATE:
                begin
                    Busy    =   1;
                    ser_en  =   0;
                    sample  =   1;
                    mux_sel =   2'b00;
                end
            DATA_STATE:
                begin
                    Busy    =   1;
                    ser_en  =   1;
                    sample  =   0;
                    mux_sel =   2'b10;
                end
            PARITY_STATE:
                begin
                    Busy    =   1;
                    ser_en  =   0;
                    sample  =   0;
                    mux_sel =   2'b11;
                end
            STOP_STATE:
                begin
                    Busy    =   1;
                    ser_en  =   0;
                    sample  =   0;
                    mux_sel =   2'b01;
                end
            default:
                begin
                    Busy    =   0;
                    ser_en  =   0;
                    sample  =   0;
                    mux_sel =   2'b01;
                end
        endcase
    end
    always @(*) begin
        case (current_state)
            IDLE_STATE:
                begin
                    if(DATA_VALID)
                        next_state  =   START_STATE;
                    else
                        next_state  =   IDLE_STATE;    
                end
            START_STATE:
                begin
                    next_state  =   DATA_STATE;    
                end
            DATA_STATE:
                begin
                    if (ser_done) begin
                        if (PAR_EN) begin
                            next_state  =   PARITY_STATE;
                        end else begin
                            next_state  =   STOP_STATE;
                        end
                    end    
                end
            PARITY_STATE:
                begin
                    next_state  =   STOP_STATE;
                end
            STOP_STATE:
                begin
                    if(DATA_VALID)
                        next_state  =   START_STATE;
                    else
                        next_state  =   IDLE_STATE; 
                end
            default:
                begin
                    if(DATA_VALID)
                        next_state  =   START_STATE;
                    else
                        next_state  =   IDLE_STATE;    
                end
        endcase
    end
endmodule
==> run.sh <==
#!/bin/bash
# OpenROAD 26Q1-2900-gdf79404cd8, Yosys 0.63+post, stock flow scripts
make -C /OpenROAD-flow-scripts/flow DESIGN_CONFIG=/design/flow/config.mk WORK_HOME=/design/flow/orfs finish
==> config.mk <==
export PLATFORM = sky130hd
export DESIGN_NAME = Tx_FSM
export DESIGN_NICKNAME = Tx_FSM
export VERILOG_FILES = /design/flow/design.v
export SDC_FILE = /design/flow/constraint.sdc
export NUM_CORES = 4
export LEC_CHECK = 1
export CORE_AREA = 10 10 70 70
export DIE_AREA = 0 0 80 80
==> constraint.sdc <==
current_design Tx_FSM

set clk_period 1.1
set clk_io_pct 0.2

create_clock -name clk0 -period $clk_period [get_ports {CLK}]

set non_clock_inputs [all_inputs -no_clocks]
set_input_delay [expr $clk_period * $clk_io_pct] -clock clk0 $non_clock_inputs
set_output_delay [expr $clk_period * $clk_io_pct] -clock clk0 [all_outputs]
==> flow_summary.yaml <==
# synthesis and place-and-route metrics
critical_path:
  worstSetupPathType: "flip-flop to output pin"
  cp_max_fo: 4
  worstSetupEndpointType: "output pin"
  cp_data_required_time_ps: 880
  crit_arrival_ps: 1130
  start_kind: "flip-flop"
synth:
  postSynthCellCount: 24
  synth_flops: 6
  ys_cells: 24
  yosysWarnings: 1
  netlist_area_um2: 221.5
  top_cell_area_share: 0.3390
  postSynthAreaPerCell_um2: 9.228
  synthDistinctLibCells: 13
  yosysChipArea_um2: 221.5
  largest_area_cell: "dfrtp_1"
  top_cells_by_area: "dfrtp_1 34%, dlxtn_1 20%, nand2b_1 8.5%"
sta:
  setup_violations: 5
  finalHoldViolCount: 0
  finalMaxSlewViolations: 0
  unclocked_pins: 3
  slew_headroom: 0.8267
  rsz0062_at_grt: "true"
  max_freq_mhz: 738.2
  worst_pin_slew_ps: 257.9
  min_period_ps: 1355
  fin_ws_ps: -254.7
  unconstrained_endpoints: 6
  finalCritPeriodShare: 1.232
power:
  vdd_ir_drop_max_mv: 0.2659
  p_leak_nw: 0.2578
  powerDensity_nw_per_um2: 605.2
placement:
  dp_hpwl_um: 543.5
  pre_cts_ws_ps: -318.7
  gp_congestion: 0.7340
  portBuffers: 9
  placed_cell_area_um2: 391.6
layout:
  comb_area_um2: 122.6
  fillers: 391
  ff_latch_area_um2: 122.6
  lay_top_cells: "7 x buf_4, 7 x buf_6, 5 x buf_2"
  utilization: 0.1630
  fin_area_um2: 556.8
  syn_to_final_growth_pct: 151.4
  layout-drive-gt1-share: 0.5962
cts:
  root_buffer: "clkbuf_4"
  cts.path.max_buffers: 2
  tritoncts: "done"
  h-tree-depth: 1
  clk_pin_slew_ps: 40
  numCtsBuffers: 3
global_route:
  overflow: 0
  grt_max_degree: 6
  grt_pass1_wl_um: 1442
  grt_use_total: 0.02782
  antenna_found_initial: 0
  grt_pass1_vias: 279
routing:
  num_antenna_cells: 0
  drt-wirelength-per-cell_um: 7.857
  drc: 0
  wirelength_um: 770
  vias: 266
  ant_nets: 0
  via_per_inst: 2.714
  dr.first_iter.drc_count: 1
  dr.pass1.iters: 4
floorplan:
  num_io_pins: 10
  die_y_um: 80
  row_count: 21
  fp_util: 0.06484
  die_area_um2: 6400
  core_area_um2: 3416
  chipWidth_um: 80
min_path:
  hold_class: "primary input to asynchronous set/reset pin"
status:
  outcome: "finished with violations"
  violations: "setup timing"
run:
  cap_violations: 0
  warnings: 27
-- synthesized netlist by cell type, drive strengths merged --
| master | count |
|---|---|
| dfrtp | 3 |
| dlxtn | 3 |
| inv | 3 |
| nand2b | 3 |
| nor2 | 3 |
| a21oi | 2 |
| a21o | 1 |
| nand2 | 1 |
| nand3b | 1 |
| nor3 | 1 |
| o311ai | 1 |
| or3b | 1 |
| xnor2 | 1 |
-- per-stage QoR --
stage / setup TNS (ps) / hold slack, ps / total power, mW / cells
2_1_floorplan: 0 / -75.59 / 0.1175 / 24
3_3_place_gp: -1416 / 419.5 / 0.1363 / 82
3_5_place_dp: -1444 / 416.6 / 0.1365 / 82
4_1_cts: -996.8 / 161.7 / 0.3461 / 97
5_1_grt: -1244 / 161.6 / 0.3621 / 98
6_report: -960.1 / 166.5 / 0.3370 / 98
-- critical path, cell delays in order (launching register included) --
cell and delay, ps:
dfrtp_2 430, buf_6 130, nor2_4 90, xnor2_1 120
buf_2 130
-- per-layer routing --
metal | global-route usage | vias to the layer above | part of all wire
met2 | 0.03451 | 10 | 0.39
met5 | 0 | - | 0
met3 | 0.01705 | 2 | 0.12
met1 | 0.03667 | 121 | 0.44
met4 | 0.01232 | 0 | 0.048
li1 | - | 133 | -
-- repair_timing --
item,CTS,global route
resized,30,1
gates cloned,0,0
setup buffers,11,1
pin swaps,4,3
hold buffers,0,0
setup endpoints to repair,5,5
-- report_power, final --
group          leakage, nW  internal [mW]  switching [mW]
clock               0.0150          0.136          0.0647
combinational        0.183         0.0163         0.00711
sequential          0.0597          0.112        0.000268
-- registers in the layout, indices dropped and copies added (netlist names) --
| register | cells |
|---|---|
| current_state | 3 |
| next_state | 3 |
-- final timing paths --
kind | slack [ps] | startpoint | end | cells after the start
max in group asynchronous | 770 | RST | current_state[0] | 1
min in group clk0 | 1080 | current_state[2] | mux_sel[1] | 3
max | -250 | current_state[1] | Busy | 4
min | 170 | RST | current_state[2] | 1
-- cells by family after synthesis --
group                  synth area share
latches                          0.2034
XOR/XNOR                        0.03956
AND/OR/NAND/NOR                  0.2486
AND-OR/OR-AND                    0.1187
flip-flops                       0.3390
buffers and inverters           0.05084
-- area by class of cell --
cell class,count,area share
sequential,6,0.2202
tap,46,0.1034
inverter,3,0.02022
clock buffer,4,0.04719
timing repair buffer,24,0.3888
multi-input combinational,15,0.2202
No activity file was given, so power comes from the tool's default toggle rates.
